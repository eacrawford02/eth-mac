===== /design/flow/design.v =====
`timescale 1ns / 1ps
module afifo #(
    parameter WIDTH = 4,
    parameter DEPTH = 4  
  )(
    input                    wclk,
    input                    wrst,
    input                    we,
    input  logic [WIDTH-1:0] wdata,
    output logic             wfull,
    input                    rclk,
    input                    rrst,
    input                    re,
    output logic             rempty,
    output logic [WIDTH-1:0] rdata
  );
  localparam PTR_WIDTH = $clog2(DEPTH);
  logic [1:0][PTR_WIDTH:0] r2w_sync, w2r_sync;
  wire  [PTR_WIDTH:0]      wgray_sync = w2r_sync[1],
		           rgray_sync = r2w_sync[1];
  logic [PTR_WIDTH:0] wptr, rptr;
  logic [PTR_WIDTH:0] wgray, rgray;
  wire [PTR_WIDTH:0] wptr_next = wptr + (we & ~wfull),
		     rptr_next = rptr + (re & ~rempty);
  wire [PTR_WIDTH:0] wgray_next = (wptr_next >> 1) ^ wptr_next,
		     rgray_next = (rptr_next >> 1) ^ rptr_next;
  wire wfull_next = (wgray_next == {~rgray_sync[PTR_WIDTH:PTR_WIDTH-1],
				     rgray_sync[PTR_WIDTH-2:0]});
  wire rempty_next = (rgray_next == wgray_sync);
  always_ff @ (posedge wclk) begin
    if (wrst) begin
      wptr <= 0;
      wgray <= 0;
      wfull <= 0;
      r2w_sync <= 0;
    end else begin
      wptr <= wptr_next;
      wgray <= wgray_next;  
      wfull <= wfull_next;
      r2w_sync <= {r2w_sync[0], rgray};
    end
  end
  always_ff @ (posedge rclk) begin
    if (rrst) begin
      rptr <= 0;
      rgray <= 0;
      rempty <= 1;
      w2r_sync <= 0;
    end else begin
      rptr <= rptr_next;
      rgray <= rgray_next;  
      rempty <= rempty_next;
      w2r_sync <= {w2r_sync[0], wgray};
    end
  end
  logic [WIDTH-1:0] ram [DEPTH-1:0];
  wire [PTR_WIDTH-1:0] waddr = wptr[PTR_WIDTH-1:0],
		       raddr = rptr[PTR_WIDTH-1:0];
  always_ff @ (posedge wclk) begin
    if (~wrst & we & ~wfull) ram[waddr] <= wdata;
  end
  always_ff @ (posedge rclk) begin
    if (~rrst & re) rdata <= ram[raddr];
  end
endmodule

===== /design/flow/run.sh =====
#!/bin/bash
# OpenROAD 26Q1-2900-gdf79404cd8, Yosys 0.63+post, stock flow scripts
make -C /OpenROAD-flow-scripts/flow DESIGN_CONFIG=/design/flow/config.mk WORK_HOME=/design/flow/orfs finish

===== /design/flow/config.mk =====
export PLATFORM = sky130hd
export DESIGN_NAME = afifo
export DESIGN_NICKNAME = afifo
export VERILOG_FILES = /design/flow/design.v
export SDC_FILE = /design/flow/constraint.sdc
export NUM_CORES = 4
export LEC_CHECK = 1
export CORE_UTILIZATION = 40

===== /design/flow/constraint.sdc =====
current_design afifo

set clk_period 2.8
set clk_io_pct 0.2

create_clock -name clk0 -period $clk_period [get_ports {rclk}]
create_clock -name clk1 -period $clk_period [get_ports {wclk}]

set non_clock_inputs [all_inputs -no_clocks]
set_input_delay [expr $clk_period * $clk_io_pct] -clock clk0 $non_clock_inputs
set_output_delay [expr $clk_period * $clk_io_pct] -clock clk0 [all_outputs]

==> load_flow_metrics.sql <==
-- generated from flow reports
INSERT INTO impl_metrics (metric_group, metric, value, unit) VALUES
('cts', 'cts_post_setup_buffers_inserted', '0', ''),
('worst_setup_path', 'timing.critical_path.required', '2.99', 'ns'),
('sta', 'timing_max_transition_violations_final', '0', ''),
('cts', 'tritoncts_clock_tree', 'yes', ''),
('pwr', 'power.total', '0.00121', 'W'),
('cts', 'clock-sinks', '44', ''),
('sta', 'max-slew-margin-rel', '68.6', '%'),
('pwr', 'p_per_area', '649', 'mW/mm²'),
('route', 'via_count', '793', ''),
('run', 'maxCapViolCount', '0', ''),
('floorplan', 'die.size.x', '64.4', 'µm'),
('route', 'antennaDiodeCount', '0', ''),
('sta', 'slew_worst_pin', '0.469', 'ns'),
('global_route', 'maximum_number_of_pins_on_one_net_before_global_route_repair', '16', ''),
('cts', 'postCtsResizedCells', '0', ''),
('worst_setup_path', 'crit_fanout', '5', ''),
('synth', 'top_area_cell', 'sky130_fd_sc_hd__edfxtp_1', ''),
('global_route', 'global_route.peak_usage_layer', 'met1', ''),
('worst_setup_path', 'critical_path.endpoint_type', 'flip-flop', ''),
('place', 'dp_hpwl', '1.51', 'mm'),
('run_status', 'status', 'finished, final reports clean', ''),
('worst_setup_path', 'start_kind', 'primary input', ''),
('synth', 'synth-seq-area-share', '69.4', '%'),
('place', 'placement.io_buffers', '14', ''),
('synth', 'top_cell_types_by_occurrence_after_synthesis', 'sky130_fd_sc_hd__dfxtp_1 (24), sky130_fd_sc_hd__edfxtp_1 (20), sky130_fd_sc_hd__nor2b_1 (19)', ''),
('route', 'drt_iter0_markers', '34', ''),
('worst_setup_path', 'setup_crit_path_kind', 'in2reg', ''),
('pwr', 'comb_power_share', '7.6', '%'),
('floorplan', 'floorplan.rows', '22', ''),
('final_layout', 'area_growth_syn_to_layout', '19.8', '%'),
('global_route', 'gr-usage-met1', '19.1', '%'),
('sta', 'finalSetupViolations', '0', ''),
('synth', 'yosys-stat-area', '0.00156', 'mm²'),
('global_route', 'grt_remaining_overflow', '0', ''),
('synth', 'synthCells', '101', ''),
('route', 'detail_route.vias_per_cell', '4.64', ''),
('route', 'antenna_left', '0', ''),
('pwr', 'internal-power', '0.000975', 'W'),
('route', 'drt-pass1-iter-count', '4', ''),
('pwr', 'clkPwrFrac', '33.7', '%'),
('synth', 'ys_warn_count', '1', ''),
('sta', 'clock-skew-final', '0.00393', 'ns'),
('floorplan', 'coreArea', '0.00369', 'mm²'),
('run', 'tool_warnings', '26', ''),
('floorplan', 'die_h', '64.4', 'µm'),
('cts', 'cts_hold_buffers', '0', ''),
('final_layout', 'layout-drive-gt1-share', '12.2', '%'),
('sta', 'setup_total_negative_slack', '0', 'ns'),
('synth', 'postSynth.topFlopCell', 'sky130_fd_sc_hd__dfxtp_1', ''),
('pwr', 'p_switching', '0.000235', 'W'),
('sta', 'rsz0062_at_grt', 'false', ''),
('floorplan', 'initCoreUtil', '42.2', '%'),
('synth', 'post_synth.cell_area_avg', '15.4', 'µm²'),
('final_layout', 'layout.core_utilization', '50.6', '%'),
('worst_setup_path', 'cp_arrival', '2.36', 'ns'),
('synth', 'synth.area.top_cells', 'sky130_fd_sc_hd__edfxtp_1 (39%), sky130_fd_sc_hd__dfxtp_1 (31%), sky130_fd_sc_hd__nor2b_1 (7.6%)', ''),
('synth', 'yosys_register_bits', '44', ''),
('synth', 'synth.cell_area', '0.00156', 'mm²'),
('synth', 'synth_dominant_cell_count', 'sky130_fd_sc_hd__dfxtp_1', ''),
('cts', 'clkSlewWorstSetupHoldPaths', '0.08', 'ns'),
('synth', 'post_synth_num_cell_types', '21', ''),
('global_route', 'total_track_usage', '12.6', '%'),
('global_route', 'grt_pass1_wl', '3.67', 'mm'),
('route', 'finalWirelength', '2.13', 'mm'),
('synth', 'top_cell_area_share', '38.6', '%'),
('min_path', 'min_path_type', 'reg2reg', ''),
('route', 'drt-wirelength-per-cell', '12.5', 'µm'),
('place', 'routabilityCongestion', '0.738', ''),
('pwr', 'power_frac_seq', '58.7', '%'),
('sta', 'hold_viol', '0', ''),
('floorplan', 'die-area', '0.00415', 'mm²'),
('synth', 'enable_flop_cells', '20', ''),
('global_route', 'grt_use_met2', '18.3', '%'),
('global_route', 'number_of_antenna_violations_at_the_first_check_in_global_routing', '0', ''),
('pwr', 'p_sw_share', '19.4', '%'),
('synth', 'ys_cells', '101', ''),
('pwr', 'vdd.ir_drop.worst', '0.387', 'mV'),
('global_route', 'use_met3', '5.07', '%'),
('pwr', 'total_leakage_power', '0.676', 'nW'),
('global_route', 'grt_pass1_vias', '847', ''),
('floorplan', 'ios', '16', ''),
('synth', 'postSynth.asyncResetShare', '0', '%'),
('route', 'drt_drc_violations_left', '0', '');
## logic make-up after synthesis
family          Yosys count  synth area share (%)
fa+ha+maj                 4                  3.21
buf+inv                   2                 0.482
simple gates             34                  12.9
compound gates            3                  1.69
xor+xnor                 10                  6.51
flops                    44                  69.4
mux                       4                  5.78
## per-stage QoR
step                      hold WS [ns]  area (µm²)  worst slack, ns  instances
after floorplan                  0.414        1560            0.865        101
after global placement           0.419        1770            0.366        163
after detailed placement         0.425        1770            0.367        163
after CTS                        0.440        1870            0.623        171
after global routing             0.461        1870            0.533        171
final                            0.440        1870            0.633        171
## area by class of cell
cell class                 count  area (µm²)
sequential                    44        1080
timing repair buffer          16         155
fill                         315        1820
multi-input combinational     55         469
clock inverter                 1        3.75
clock buffer                   7        96.3
tap                           48        60.1
## routing by layer
metal | vias up | wire length [µm]
met3 | 4 | 150
met1 | 370 | 1010
met4 | 0 | 38
li1 | 396 | -
met5 | - | 0
met2 | 23 | 933
## cell usage in the layout, fill, tap and decap left out
cell                              count
sky130_fd_sc_hd__dfxtp_1             24
sky130_fd_sc_hd__edfxtp_1            20
sky130_fd_sc_hd__nor2b_1             19
sky130_fd_sc_hd__clkdlybuf4s50_1     14
sky130_fd_sc_hd__clkbuf_8             7
sky130_fd_sc_hd__nor2_1               5
sky130_fd_sc_hd__xnor2_1              5
sky130_fd_sc_hd__mux4_2               4
sky130_fd_sc_hd__xor2_1               4
sky130_fd_sc_hd__ha_1                 4
sky130_fd_sc_hd__nor3b_1              2
sky130_fd_sc_hd__nand2_1              2
sky130_fd_sc_hd__buf_4                2
sky130_fd_sc_hd__and3_1               1
sky130_fd_sc_hd__and3b_1              1
sky130_fd_sc_hd__nor2b_2              1
sky130_fd_sc_hd__nand3_1              1
sky130_fd_sc_hd__or3_1                1
sky130_fd_sc_hd__a211oi_2             1
sky130_fd_sc_hd__xnor3_1              1
sky130_fd_sc_hd__a31o_1               1
sky130_fd_sc_hd__or2_1                1
sky130_fd_sc_hd__a21oi_1              1
sky130_fd_sc_hd__clkinv_1             1
## state kept, by name (all words and copies together) (netlist names)
name / count
wfull: 1
w2r_sync: 6
rptr: 2
ram: 16
rempty: 1
wptr: 3
wgray: 2
r2w_sync: 6
rgray: 3
rdata: 4
## worst paths after layout
check / startpoint / to / cells past startpoint / slack (ns)
worst max-delay path: we / wfull / 7 / 0.63
worst min-delay path: w2r_sync[2] / w2r_sync[5] / 1 / 0.44
worst max register to register: rptr[0] / rempty / 5 / 1.04
worst min register to register: w2r_sync[2] / w2r_sync[5] / 1 / 0.44
max in group clk0: re / rempty / 7 / 0.70
min in group clk1: r2w_sync[2] / r2w_sync[5] / 1 / 0.44
## critical path, stage by stage
cell and delay (ns):
sky130_fd_sc_hd__clkdlybuf4s50_1 0.41, sky130_fd_sc_hd__nor2b_1 0.13, sky130_fd_sc_hd__ha_1 0.17, sky130_fd_sc_hd__ha_1 0.35
sky130_fd_sc_hd__xor2_1 0.20, sky130_fd_sc_hd__or3_1 0.32, sky130_fd_sc_hd__a211oi_2 0.21
## power groups by stage
| stage | sequential, W | clock, W | combinational (W) |
|---|---|---|---|
| CTS | 0.000712 | 0.000419 | 0.0000931 |
| global route | 0.000714 | 0.000447 | 0.000102 |
| finish | 0.000711 | 0.000408 | 0.0000916 |
Power and IR drop assume default switching activity.
